## flow/design.v

```verilog
module counter16(clk, reset, d);
input clk,reset;
output reg[0:3] d;
initial begin
d <= 0;
end
always@(posedge clk)
	if(!reset)
		d <= 0;
	else
		d <= d + 1;
endmodule
```

## flow/run.sh

```bash
#!/bin/bash
# OpenROAD 26Q1-2900-gdf79404cd8, Yosys 0.63+post, stock flow scripts
make -C /OpenROAD-flow-scripts/flow DESIGN_CONFIG=/design/flow/config.mk WORK_HOME=/design/flow/orfs finish
```

## flow/config.mk

```make
export PLATFORM = sky130hd
export DESIGN_NAME = counter16
export DESIGN_NICKNAME = counter16
export VERILOG_FILES = /design/flow/design.v
export SDC_FILE = /design/flow/constraint.sdc
export NUM_CORES = 4
export LEC_CHECK = 1
export CORE_AREA = 10 10 70 70
export DIE_AREA = 0 0 80 80
```

## flow/constraint.sdc

```tcl
current_design counter16

set clk_period 1.0
set clk_io_pct 0.2

create_clock -name clk0 -period $clk_period [get_ports {clk}]

set non_clock_inputs [all_inputs -no_clocks]
set_input_delay [expr $clk_period * $clk_io_pct] -clock clk0 $non_clock_inputs
set_output_delay [expr $clk_period * $clk_io_pct] -clock clk0 [all_outputs]
```

==> impl_metrics.env <==
# physical design summary
export IMPL_status="complete, no violations"
export IMPL_synth_flops=4
export IMPL_swShare_pct=22.33
export IMPL_postSynthSeqShare_pct=55.17
export IMPL_antenna_found_initial=0
export IMPL_synth_area_um2=145.1
export IMPL_ys_warn_count=1
export IMPL_top_register="d"
export IMPL_final_cells=72
export IMPL_htreeDepth=1
export IMPL_reg_largest_list="d (4)"
export IMPL_clock_skew_ps=1.802
export IMPL_nFillCells=405
export IMPL_placementRows=21
export IMPL_crit_path_max_incr_delay_ps=320
export IMPL_arrival_ps=750
export IMPL_crit_path_end_kind="output port"
export IMPL_drive_gt1_share_pct=50.00
export IMPL_die_x_um=80
export IMPL_drtIter0Drc=3
export IMPL_ys_area_um2=145.1
export IMPL_regArea_um2=85.08
export IMPL_clk_pin_slew_ps=40
export IMPL_fp_util_pct=4.249
export IMPL_p_per_area_nw_per_um2=1347
export IMPL_r2r_start="d[3]"
export IMPL_grt_max_degree=6
export IMPL_max_cap_violations=0
export IMPL_grt_pass1_vias=147
export IMPL_die_height_um=80
export IMPL_drc_errors=0
export IMPL_grt_pass1_wl_um=662
export IMPL_cts_root_buf="clkbuf_4"
export IMPL_drt_wirelength_per_cell_um=5.736
export IMPL_yosysUniqueCellTypes=9
export IMPL_clock_path_buffers=2
export IMPL_startpoint="d[2]"
export IMPL_rsz0062_at_grt="no"
export IMPL_gr_total_overflow=0
export IMPL_worstMarginPinSlew_ps=130.1
export IMPL_setup_violations=0
export IMPL_num_io_pins=6
export IMPL_avgSynthCellArea_um2=11.16
export IMPL_layout_min_cycle_time_ps=945.1
export IMPL_num_vias=129
export IMPL_syn_to_final_growth_pct=132.8
export IMPL_grt_util_all_layers_pct=1.413
export IMPL_warnings=25
export IMPL_max_freq_ghz=1.058
export IMPL_power_switching_uw=101.6
export IMPL_power_total_uw=455.0
export IMPL_gp_congestion=0.6721
export IMPL_relSlewSlack_pct=91.08
export IMPL_worstPathRequired_ps=800
export IMPL_die_area_um2=6400
export IMPL_hold_path_class="register to register"
export IMPL_cts_tree="done"
export IMPL_irDropWorstVdd_mv=0.3943
export IMPL_leakagePower_uw=0.0001377
export IMPL_p_int_uw=353.4
export IMPL_drtPass1Iterations=2
export IMPL_power_frac_seq_pct=39.4
export IMPL_core_area_um2=3416
export IMPL_min_from="d[0]"
export IMPL_critical_path_top_delay_family="flip-flops"
export IMPL_port_buffers=5
export IMPL_post_place_cells=68
export IMPL_path_buffers=1
export IMPL_holdWs_ps=588.5
export IMPL_diodes=0
export IMPL_path_class="register to output port"
export IMPL_clock_latency_ps=240
export IMPL_vias_per_cell=1.792
export IMPL_area_combinational_um2=77.57
export IMPL_largest_register_ffs=4
export IMPL_routed_wl_um=413
export IMPL_cp_max_fo=2
export IMPL_cts_buffers=3
export IMPL_period_used_pct=94.51
export IMPL_cts_sinks=4
export IMPL_synthCells=13
export IMPL_worst_setup_path_start_kind="register"
export IMPL_p_comb_share_pct=14.9
export IMPL_hold_viol=0
export IMPL_drt_antenna_violating_nets=0
export IMPL_ctsHoldBuffers=0
export IMPL_maxSlewViolCount=0
export IMPL_yosys_cells=13
export IMPL_crit_path_top_delay_cell="dfxtp_2"
export IMPL_p_clk_share_pct=45.8
export IMPL_cp_cell_sequence="clkdlybuf4s15_1"
area by class of cell:
cell class / instances / area share, %
flip-flops and latches: 4 / 25.19
repair buffers: 10 / 28.15
clock buffers: 3 / 6.667
multi-input cells: 9 / 22.96
well taps: 46 / 17.04
layer usage:
metal	track usage, %	vias up	routed length, µm
li1	-	68	-
met1	1.996	53	250
met2	0.9631	8	81
met3	1.932	0	81
met4	0.3521	0	0
met5	0	-	0
stage by stage:
step / setup WS (ps) / instance area (µm²) / utilization (%) / TNS [ps]
5_1_grt: 9.938 / 337.8 / 9.890 / 0
3_3_place_gp: -27.35 / 282.8 / 8.278 / -27.35
6_report: 54.92 / 337.8 / 9.890 / 0
2_1_floorplan: 124.1 / 145.1 / - / 0
4_1_cts: 5.204 / 324.1 / 9.487 / 0
3_5_place_dp: -33.18 / 282.8 / 8.278 / -39.16
cell usage after synthesis:
cell	instances	area, µm²
nor2b_1	1	6.260
ha_1	1	12.51
xor2_1	1	8.760
and2_1	2	12.51
mux2i_1	1	10.01
nand2_1	1	3.750
nand2b_1	1	6.260
dfxtp_1	4	80.08
nand3_1	1	5.000
path summary, 6_finish.rpt:
kind,slack [ps],end,depth (start not counted)
setup / recovery,50,d[2],1
setup reg to reg,50,d[1],4
hold reg to reg,590,d[0],3
hold / removal,590,d[0],3
logic make-up (layout without fill, tap and decap cells):
| family | Yosys count | after routing | share of synthesized area (%) |
|---|---|---|---|
| multiplexers | 1 | 1 | 6.897 |
| XOR/XNOR | 1 | 1 | 6.036 |
| adder cells (fa/ha/maj) | 1 | 1 | 8.619 |
| AND/OR/NAND/NOR | 6 | 6 | 23.27 |
| flip-flops | 4 | 4 | 55.17 |
| buffers and inverters | 0 | 13 | 0 |
power by group through the flow:
stage / Sequential, µW / Clock, µW / Combinational, µW
4_1_cts: 177 / 214 / 63.3
5_1_grt: 180 / 228 / 78.7
6_report: 179 / 208 / 67.6
what timing repair did:
| action | CTS | global route |
|---|---|---|
| pin swaps | 0 | 1 |
| setup endpoints to repair | 5 | 5 |
| hold endpoints to repair | 0 | 0 |
| gates resized | 9 | 7 |
| setup buffers | 1 | 0 |
cell usage in the layout (no fill, tap or decap), drive strengths merged:
master / n
nand2: 1
dfxtp: 4
clkdlybuf4s15: 4
mux2i: 1
nand3: 1
xor2: 1
clkdlybuf4s50: 1
nand2b: 1
clkbuf: 3
buf: 5
ha: 1
nor2b: 1
and2: 2
No activity file was given, so power comes from the tool's default toggle rates.
